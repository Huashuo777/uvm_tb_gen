**config.mk**
```make
export PLATFORM = sky130hd
export DESIGN_NAME = dadd_data_handle
export DESIGN_NICKNAME = dadd_data_handle
export VERILOG_FILES = /design/flow/design.v
export SDC_FILE = /design/flow/constraint.sdc
export NUM_CORES = 4
export LEC_CHECK = 1
export CORE_UTILIZATION = 30
```
**constraint.sdc**
```tcl
current_design dadd_data_handle

set clk_period 1.0
set clk_io_pct 0.2

create_clock -name clk0 -period $clk_period [get_ports {clk}]

set non_clock_inputs [all_inputs -no_clocks]
set_input_delay [expr $clk_period * $clk_io_pct] -clock clk0 $non_clock_inputs
set_output_delay [expr $clk_period * $clk_io_pct] -clock clk0 [all_outputs]
```
**design.v**
```verilog
module dadd_data_handle
    #(
    parameter LOC_AWIDTH = 32,
    parameter LOC_DWIDTH = 32
    )
    (
    input                   clk         ,
    input                   rst_n       ,
    input                   dadd_in_en      ,
    input      [LOC_DWIDTH-1:0] dadd_in         ,
    input      [LOC_AWIDTH-1:0] dadd_in_addr    ,
    input      [31:0]       reg_value,
    output reg [LOC_DWIDTH-1:0] dadd_out        ,   
    output reg [LOC_AWIDTH-1:0] dadd_out_addr   ,
    output reg              dadd_out_en         
    );                                          
    wire dadd_enable;
    wire [6:0] addend;
    assign dadd_enable = reg_value[0];
    assign addend = reg_value[5:1];
    always @ (posedge clk or negedge rst_n)
    begin
        if(~rst_n)
        begin
            dadd_out_en     <= 0;
            dadd_out        <= 0; 
            dadd_out_addr   <= 0; 
        end
        else 
        begin
            dadd_out_en     <= dadd_in_en   ;
            dadd_out_addr   <= dadd_in_addr ;
            if(dadd_enable)
            begin
                dadd_out        <= dadd_in+addend;
            end
            else
            begin
                dadd_out        <= dadd_in;
            end
        end
    end
endmodule
```
**run.sh**
```bash
#!/bin/bash
# OpenROAD 26Q1-2900-gdf79404cd8, Yosys 0.63+post, stock flow scripts
make -C /OpenROAD-flow-scripts/flow DESIGN_CONFIG=/design/flow/config.mk WORK_HOME=/design/flow/orfs finish
```
==> qor.txt <==
outcome: complete, but fails checks
failing checks: negative hold slack, negative setup slack
Non-Filler Instances: 487
HPWL Detailed: 4.36 mm
Syn-to-layout area delta: 85.1%
CTS clk-pin slew, worst paths: 0.07 ns
drt drc: 0
Mapped Cells: 180
FF/Latch Area: 1630 sq um
Die X: 91.6 microns
CTS H-tree depth: 3
post-route total power: 6.51 mW
placement row count: 32
pre-CTS setup slack: -1.34 ns
total gr overflow: 0
FF+latch count, synth: 65
CTS buffer count: 9
Avg WL per Cell: 12.9 microns
Final Hold Vio Count: 65
Syn. warnings: 1
Max FO, Critical Path: 5
crit path DAT: 1.77 ns
max-slew violation count: 0
Die H: 91.6 microns
Vias: 2031
final period utilization: 150%
Clock Path Buffers: 2
initial antenna violation count: 0
Post-Syn Area: 2410 sq um
Ports: 164
GRT Overall Usage: 15.6%
tool warnings: 56
Max Fclk: 664 MHz
Post-DRT Antenna Nets: 0
final setup vio count: 76
final setup margin: -0.505 ns
initial DRC count: 25
Unique cell types: 29
pin count of the biggest net entering global routing: 66
port bufs: 137
post-synthesis sequential area ratio: 67.6%
Placed Area: 4310 sq um
first-pass GRT wire length: 10.0 mm
Worst Max-Slew Pin Slew: 0.335 ns
worst min path class: in2async
power per cell area: 1460 nW/um^2
Final min period: 1.50 ns
Via density: 4.17
antenna cell count: 0
Max-Cap Viols: 0
vias in the first global route: 2079
CTS tree: done
syn avg cell area: 13.4 sq um
FP Core Util: 31.1%
Leak: 2.13 nW
post-route cell area: 4450 sq um
layout cells sized above 1: 48.6%
Yosys chip area: 2410 sq um
yosys stat cell total: 180
CP Launch Type: primary input
root buffer cell: clkbuf_8
# fillers: 655
RSZ-0062 raised after global routing: true
final wirelength: 6.27 mm
Relative slew margins: 77.7%
area of the core: 7730 sq um
CP Launch Point: dadd_in[0]
First-pass DRT Iterations: 3
required time worst endpoint: 1.27 ns
Setup crit end kind: flop
clock sink count: 65
hold slack: -0.133 ns
multi-input logic area: 1000 sq um
Setup CP Type: in2reg
VDD IR max: 771 uV
GP Congestion: 0.787
Die Size: 8380 sq um
Cell Count Post-Placement: 465
cells in the mapped netlist:
library cell | n | area (sq um)
buf_4 | 1 | 7.51
or2b_1 | 1 | 7.51
ha_1 | 5 | 62.6
xnor2_1 | 14 | 123
and3_1 | 3 | 18.8
a211o_1 | 1 | 8.76
o211ai_1 | 1 | 7.51
a21oi_1 | 5 | 25.0
nand3_1 | 10 | 50.1
a21o_1 | 1 | 7.51
nor3_1 | 5 | 25.0
mux2_2 | 4 | 45.0
o21a_1 | 1 | 7.51
o21ai_2 | 1 | 8.76
nand4_1 | 4 | 25.0
or2_2 | 1 | 6.26
and4_1 | 1 | 8.76
a211oi_1 | 1 | 7.51
nor4_2 | 1 | 12.5
and3_4 | 1 | 11.3
nand2b_2 | 1 | 8.76
and3b_2 | 1 | 10.0
xor2_1 | 15 | 131
dfrtp_1 | 65 | 1630
nor2b_1 | 1 | 6.26
nand2_1 | 14 | 52.6
inv_1 | 3 | 11.3
nor2_1 | 17 | 63.8
fa_1 | 1 | 20.0
where the power goes:
group          internal, mW  switching (mW)
logic                 0.621           0.341
clock network          1.67            1.06
registers              2.78          0.0335
layer usage:
| layer | vias to the layer above | GRT usage, % | wire, microns |
|---|---|---|---|
| li1 | 999 | - | - |
| met1 | 941 | 22.9 | 2710 |
| met2 | 82 | 24.6 | 2900 |
| met3 | 9 | 4.59 | 592 |
| met4 | 0 | 1.59 | 71 |
| met5 | - | 0 | 0 |
worst max-delay path by stage:
stage                   to
CTS           dadd_out[22]
finish        dadd_out[22]
global route  dadd_out[22]
stage by stage:
stage                     utilization, %  hold slack [ns]  TNS, ns
after CTS                           55.3           -0.129   -13.57
final                               57.6           -0.133   -10.65
after global placement              55.8            0.247   -34.84
after detailed placement            55.8            0.248   -35.16
after floorplan                        -          -0.0956   -13.30
after global routing                57.6           -0.118   -15.15
final cells by class:
class                      instances  area share, %
sequential                        65           36.5
timing repair buffer             190           32.5
multi-input combinational        111           22.5
clock buffer                      10           2.87
tap                              102           2.87
clock inverter                     6           2.58
inverter                           3          0.253
cells by family (layout without fill, tap and decap cells):
family	Yosys count	count (layout)	synth area share [%]
adder cells (fa/ha/maj)	6	6	3.43
AND/OR/NAND/NOR	61	61	12.7
XOR/XNOR	29	29	10.6
flip-flops	65	65	67.6
multiplexers	4	4	1.87
buffers and inverters	4	209	0.780
AND-OR/OR-AND	11	11	3.02
layout by cell type (no fill, tap or decap), types with 4 or more instances in the layout:
| master | netlist | final |
|---|---|---|
| clkbuf_8 | 0 | 9 |
| nor2_2 | 0 | 6 |
| xor2_1 | 15 | 15 |
| dlymetal6s2s_1 | 0 | 6 |
| nand2_1 | 14 | 12 |
| nand4_1 | 4 | 4 |
| nand3_1 | 10 | 5 |
| ha_4 | 0 | 5 |
| dfrtp_1 | 65 | 65 |
| buf_2 | 0 | 67 |
| dlygate4sd2_1 | 0 | 7 |
| buf_4 | 1 | 52 |
| xnor2_1 | 14 | 12 |
| nand3_2 | 0 | 5 |
| mux2_2 | 4 | 4 |
| clkdlybuf4s50_1 | 0 | 49 |
| nor2_1 | 17 | 6 |
| nor2_4 | 0 | 5 |
timing repair:
action	CTS	global route
buffers inserted	2	5
endpoints found under the setup margin	96	94
hold endpoints to repair	65	65
gates resized	236	48
pin swaps	12	13
critical path, stage by stage:
cell	delay [ns]
buf_8	0.10
ha_4	0.15
fa_2	0.34
a211o_1	0.29
a21oi_2	0.19
and3b_2	0.28
nand4_1	0.10
xnor2_1	0.12
sequential cells by signal, indices dropped and copies added, names as in the netlist:
register,count
dadd_out_addr,32
dadd_out_en,1
dadd_out,32
Power figures rest on the tool's default switching activity, not on a simulated workload.
