===== flow/config.mk =====
export PLATFORM = sky130hd
export DESIGN_NAME = dadd_regfile
export DESIGN_NICKNAME = dadd_regfile
export VERILOG_FILES = /design/flow/design.v
export SDC_FILE = /design/flow/constraint.sdc
export NUM_CORES = 4
export LEC_CHECK = 1
export CORE_AREA = 10 10 73 73
export DIE_AREA = 0 0 83 83

===== flow/constraint.sdc =====
current_design dadd_regfile

set clk_period 1.5
set clk_io_pct 0.2

create_clock -name clk0 -period $clk_period [get_ports {pclk}]

set non_clock_inputs [all_inputs -no_clocks]
set_input_delay [expr $clk_period * $clk_io_pct] -clock clk0 $non_clock_inputs
set_output_delay [expr $clk_period * $clk_io_pct] -clock clk0 [all_outputs]

===== flow/design.v =====
module apb_rw_reg
    #(parameter width =32, init_val = {width{1'b0}}) 
    (
    input                pclk,
    input                rst_n,
    input                wr_en,
    input  [width-1:0]   pwdata,
    output [width-1:0]   reg_data
    );
    reg [width-1:0] REG_data;
    always @ (posedge pclk or negedge rst_n)
    begin
        if(~rst_n) 
        begin
            REG_data <= init_val;
        end
        else if(wr_en)
        begin
            REG_data <= pwdata;
        end
    end 
    assign reg_data = REG_data;
endmodule
module dadd_regfile
    #(
    parameter APB_AWIDTH = 32,
    parameter APB_DWIDTH = 32
    )
    (
    input               pclk         ,
    input               rst_n       ,
    input               psel        ,
    input [APB_AWIDTH-1:0]        paddr       ,
    input               penable     ,
    input               pwrite      ,
    input [APB_DWIDTH-1:0]        pwdata      ,
    output              pready      ,
    output reg [APB_DWIDTH-1:0]   prdata      ,
    output [31:0]       reg_value   
    );
    wire dadd_en;
    wire [4:0] addend_value;
    assign dadd_reg_write_0 = pready && psel && penable && pwrite && (paddr == 0);
    assign dadd_reg_read_0 = psel && ~pwrite && (paddr == 0);
    assign reg_value = {addend_value,dadd_en};
    assign pready = 1;
    always @(posedge pclk or negedge rst_n)
    if(~rst_n)
        prdata <= 0;
    else if(dadd_reg_read_0)
        prdata <= reg_value;
    else
        prdata <= prdata;
    apb_rw_reg #(1,0) dadd_en_field(
    .pclk       (pclk),
    .rst_n      (rst_n),
    .wr_en      (dadd_reg_write_0),
    .pwdata     (pwdata[0]),
    .reg_data   (dadd_en)
    );
    apb_rw_reg #(5,1) addend_value_field(
    .pclk       (pclk),
    .rst_n      (rst_n),
    .wr_en      (dadd_reg_write_0),
    .pwdata     (pwdata[5:1]),
    .reg_data   (addend_value)
    );
endmodule

===== flow/run.sh =====
#!/bin/bash
# OpenROAD 26Q1-2900-gdf79404cd8, Yosys 0.63+post, stock flow scripts
make -C /OpenROAD-flow-scripts/flow DESIGN_CONFIG=/design/flow/config.mk WORK_HOME=/design/flow/orfs finish

==> out/qor.yml <==
vias_per_cell: 3.57
grtUsageMet1_pct: 10.9
outcome: "complete, but fails checks"
aoi_share_pct: 0
crit_path_start_kind: "input pin"
ys_area_um2: 962
layout_top_cells: "53 x conb_1, 21 x clkdlybuf4s50_1, 12 x mux2_4, 12 x buf_2, 12 x buf_6"
area.growth.synth_to_final_pct: 58.6
postRouteAntennaNets: 0
fp_util_pct: 25.7
setup_violations: 11
layout-drive-gt1-share_pct: 36.8
io_buffer_count: 54
simple_gate_area_share_pct: 11.3
cts-root-buf: "clkbuf_8"
fin_skew_ps: 0.144
vias: 724
grt_overflow_total: 0
finalCriticalPeriod_ps: 1550
xor_area_share_pct: 0
grt_max_degree: 13
crit_required_ps: 1620
numCtsBuffers: 3
path_class: "in -> reg"
hold_viol_final: 0
setup_ws_ps: -46.5
yosysTopAreaCell: "buf_4"
ys_seq_share_pct: 31.3
wl_per_cell_um: 14.7
n_antenna_cell: 0
synth_warnings: 5
critPathArrivalTime_ps: 1660
dpl.hpwl_um: 2450
mux_share_pct: 14.0
chipArea_um2: 6890
cp_max_fo: 6
max-cap-violations: 0
dp_slack_ps: -711
maxSlewHeadroom_pct: 65.8
die_x_um: 83
gp_congestion: 0.903
path_buffers: 3
fin_tns_setup_ps: -318
failed_checks: "negative setup slack"
fmaxAchievable_mhz: 647
core-area_um2: 3740
postCtsHoldBufs: 0
grt_pass1_wl_um: 4280
power_leakage_nw: 0.735
peakVddDrop_mv: 0.668
clock_latency_ps: 230
avgSynthCellArea_um2: 10.2
clockBufferDepth: 2
drc: 0
cts_tree: "done"
cp_slowest_cell: "mux2_4"
use_met3_pct: 2.46
drt_iter0_drc: 10
synthesis.area_um2: 962
grt_pass1_vias: 830
drv_slew: 0
powerDensity_nw_per_um2: 494
area_leaders: "buf_4 42%, dfrtp_1 29%, mux2_2 14%"
hp-class: "in -> async"
tightest_slew_ps: 512
slowest_delay_ps: 300
placed_area_um2: 1370
crit_chain: "buf_2, nor4_2, nand4_1, buf_4, nor4_4, buf_6, mux2_4"
top_usage_layer: "met1"
ys_types: 10
htreeDepth: 1
io_pins: 134
ys_cells: 94
logic_family: "buffers and inverters"
rsz0062_at_grt: "true"
clkSinkCount: 12
grt_usage_pct: 7.40
dr.pass1.iters: 4
numSynthFlops: 12
synthCells: 94
final_util_pct: 40.8
fp-row-count: 22
lay_top_count: "conb_1"
use_met2_pct: 10.6
routed_wl_um: 2990
antenna_found_initial: 0
dieHeight_um: 83
finalClockPeriodUsage_pct: 103
tool_warnings: 54
yosysTopAreaCellShare_pct: 42.1
crit_family: "simple AND/OR/NAND/NOR gates"
end_kind: "flip-flop"
ys_sh_adder_pct: 0
postLayoutCellArea_um2: 1530
clk_pin_slew_ps: 50
[where the power goes]
part	internal [W]	switching (W)	total (W)	leakage, nW
clock network	0.000186	0.000105	0.000291	0.0228
logic	0.0000837	0.0000548	0.000139	0.548
registers	0.000325	0.000000000000274	0.000325	0.164
[Yosys cell counts, drive strengths merged]
cell type / n
buf: 54
mux2: 12
dfrtp: 11
nor4: 10
conb: 2
nand4: 2
dfstp: 1
inv: 1
nand2: 1
[final cells by class]
class,instances,area [um^2]
Tap cell,48,60.1
Timing Repair Buffer,60,532
Fill cell,374,2220
Sequential cell,12,302
Multi-Input combinational cell,78,584
Clock buffer,4,45.0
Inverter,1,3.75
[kinds of logic (layout without fill, tap and decap cells)]
kind of cell | Yosys count | after routing
buffers and inverters | 55 | 65
flip-flops | 12 | 12
multiplexers | 12 | 12
other | 2 | 53
AND/OR/NAND/NOR | 13 | 13
[path summary, 6_finish.rpt]
| check | startpoint | endpoint | cells after the start | slack [ps] |
|---|---|---|---|---|
| worst max-delay path | paddr[15] | prdata[1] | 7 | -50 |
| worst min register to register | prdata[0] | prdata[0] | 1 | 520 |
| worst min-delay path | rst_n | prdata[3] | 1 | 410 |
| worst max register to register | addend_value_field.REG_data[0] | prdata[1] | 2 | 650 |
| max in group asynchronous | rst_n | addend_value_field.REG_data[0] | 1 | 730 |
| min in group clk0 | prdata[0] | prdata[0] | 1 | 520 |
[stage by stage]
step / total power [W] / std cells / hold slack [ps]
global route: 0.000805 / 203 / 449
detailed placement: 0.000469 / 196 / 499
finish: 0.000755 / 203 / 407
floorplan: 0.000436 / 145 / 4.41
global placement: 0.000472 / 196 / 491
CTS: 0.000750 / 203 / 422
[state kept, by name, summed over array words and instances (netlist names)]
name / count
dadd_en_field.REG_data: 1
prdata: 6
addend_value_field.REG_data: 5
[layer usage]
layer	part of all wire (%)	wire [um]
met1	48	1430
met2	43	1270
met3	8.8	264
met4	0.87	26
met5	0	0
[worst register-to-register path: cells and delay by family, from the launching register on]
family / cells / cell delay (ps)
flip-flops: 1 / 360
buffers and inverters: 1 / 120
multiplexers: 1 / 250
[what timing repair did]
action / CTS / global route
setup endpoints to repair: 13 / 12
buffers inserted: 3 / 0
resized: 105 / 23
cloned: 0 / 0
pin swaps: 12 / 9
No activity file was given, so power comes from the tool's default toggle rates.
