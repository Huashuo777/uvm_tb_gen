<file path="flow/config.mk">
export PLATFORM = sky130hd
export DESIGN_NAME = version_info
export DESIGN_NICKNAME = version_info
export VERILOG_FILES = /design/flow/design.v
export SDC_FILE = /design/flow/constraint.sdc
export NUM_CORES = 4
export LEC_CHECK = 1
export CORE_AREA = 10 10 110 110
export DIE_AREA = 0 0 120 120
</file>
<file path="flow/design.v">
module version_info(
    input           clk,
    input           reset_n,
    input           addr_en,
    input           rw_direction,
    input [31:0]    addr,
    input [31:0]    wdata,
    output [31:0]   rdata,
    output          rvalid
);
reg [15:0] version;
reg [31:0] rdata_tmp;
reg rvalid_tmp;
reg rvalid_f;
reg rvalid_ff;
always @(posedge clk or negedge reset_n)
    if(!reset_n)
    begin
        version <= 16'hffff;
        rdata_tmp <=0;
        rvalid_f <=0;
    end
    else
        if(addr_en)
        begin
            if(rw_direction) 
            begin
                if(addr == 32'h0)
                begin
                    version <= wdata;
                end
            end
            else
            begin
                if(addr == 32'h0)
                begin
                    rdata_tmp <= version;
                    rvalid_f <= 1;
                end
            end
        end
always @(posedge clk or negedge reset_n)
    if(!reset_n)
    begin
        rvalid_ff <= 0;
    end
    else
    begin
        rvalid_ff <= rvalid_f;
    end
assign rdata = rdata_tmp;
assign rvalid = rvalid_f ^ rvalid_ff;
endmodule
</file>
<file path="flow/run.sh">
#!/bin/bash
# OpenROAD 26Q1-2900-gdf79404cd8, Yosys 0.63+post, stock flow scripts
make -C /OpenROAD-flow-scripts/flow DESIGN_CONFIG=/design/flow/config.mk WORK_HOME=/design/flow/orfs finish
</file>
<file path="flow/constraint.sdc">
current_design version_info

set clk_period 1.2
set clk_io_pct 0.2

create_clock -name clk0 -period $clk_period [get_ports {clk}]

set non_clock_inputs [all_inputs -no_clocks]
set_input_delay [expr $clk_period * $clk_io_pct] -clock clk0 $non_clock_inputs
set_output_delay [expr $clk_period * $clk_io_pct] -clock clk0 [all_outputs]
</file>
==> reports/results.ini <==
[placement]
dpl.hpwl_microns = 3070
place_congestion = 0.707
dp.cells = 304
numPortBuffers = 68

[drt]
antenna_left = 0
dr.pass1.iters = 3
wl_per_cell_microns = 12.9
via_per_inst = 3.31
route.vias.total = 1088
diodes = 0
dr.first_iter.drc_count = 46
routed_wl_microns = 4250
drcViolationCount = 0

[final_layout]
syn2layout_area_growth_pct = 72.2
layout.cells.non_filler = 329
final_layout_size_suffix_gt1_share_pct = 60.2

[timing]
min_period_ns = 1.44
fmax_mhz = 695
final-setup-viol-count = 33
rsz0062_at_grt = true
worst_slack_ns = -0.240
finalHoldViolations = 0
finClkSkew_ns = 0.00234
fin_crit_sh_pct = 120
maxSlewViolCount = 0

[worst_setup_path]
crit_buf_inv = 2
cp_top_family = simple AND/OR/NAND/NOR gates
end_kind = flop
slowest_delay_ns = 0.33
arrival_ns = 1.61
crit_path_max_fanout = 8
cp_cell_sequence = buf_6 -> nor4_4 -> and4_1 -> and4b_2 -> buf_12 -> mux2_4
crit_path_start_kind = input port
critPathKind = in -> reg
cpMaxStageDelayCell = and4b_2
r2r_start = rdata_tmp[3]$_DFFE_PN0P_
worstPathRequired_ns = 1.37
critPathLaunch = addr[7]

[global_routing]
grt_use_total_pct = 5.77
grt_pass1_wl_microns = 6640
grt_pass1_vias = 1338
grt.overflow.total = 0
antenna_found_initial = 0
grt_max_degree = 23

[floorplanning]
die-area_sq_um = 14400
rows = 36
fp-utilization_pct = 15.9
die_y_microns = 120
coreArea_sq_um = 9770
io_pins = 101
die_w_microns = 120

[pwr]
ir_worst_vdd_mv = 0.553
p_leak_nw = 1.27
pwr_density_cell_nw_per_um2 = 897
p_total_w = 0.00239

[clock_tree]
clk_path_buf_depth = 2
clockRootBuffer = clkbuf_8
cts_tree = yes
cts.htree.levels = 2
clock_latency_ns = 0.28
cts_sinks = 34
cts_buffers = 5
clk_pin_slew_ns = 0.07

[logic_synthesis]
ys_ff = 34
synthDistinctLibCells = 16
yosys.stat.chipArea_sq_um = 1550
syn_area_per_cell_sq_um = 15.5
ys_seq_share_pct = 56.1
yosysWarnings = 1
area_leaders = dfrtp_1, dfstp_2, mux2_2
yosysCellCount = 100
yosys.area.top_type_share_pct = 29.0
synth_cells = 100
largest_area_cell = dfrtp_1
synth_area_sq_um = 1550

[min_path]
hold_class = in -> async

[status]
violations = setup timing
status = finished with violations

[flow_run]
warning_count = 44
drv_cap = 0

[state kept, by name, indices dropped and copies added (netlist names)]
name and cells:
rvalid_ff 1, rdata_tmp 16, rvalid_f 1, version 16
[layout make-up]
class	count	area, sq um
Sequential cell	34	871
Clock buffer	5	68.8
Multi-Input combinational cell	62	672
Fill cell	1017	7100
Tap cell	133	166
Timing Repair Buffer	92	848
Clock inverter	3	45.0
[final timing paths]
path                                            end  slack, ns  depth (start not counted)
setup / recovery           rdata_tmp[9]$_DFFE_PN0P_      -0.24                          6
hold / removal              version[12]$_DFFE_PN1P_       0.02                          1
setup reg to reg           rdata_tmp[3]$_DFFE_PN0P_       0.31                          2
hold reg to reg                 rvalid_ff$_DFF_PN0_       0.51                          1
max in group asynchronous  rdata_tmp[9]$_DFFE_PN0P_       0.40                          2
min in group clk0               rvalid_ff$_DFF_PN0_       0.51                          1
[power by group]
group | internal, W | switching [W]
Combinational | 0.000133 | 0.0000725
Sequential | 0.00115 | 0.00000000000156
Clock | 0.000617 | 0.000423
[routing by layer]
layer | up-vias | wire length [microns] | part of all wire (%) | track usage (%)
li1 | 515 | - | - | -
met1 | 500 | 1940 | 46 | 7.54
met2 | 67 | 1840 | 43 | 8.84
met3 | 6 | 436 | 10 | 2.81
met4 | 0 | 41 | 0.96 | 0.528
met5 | - | 0 | 0 | 0
[synthesized netlist by cell type, drive strengths merged]
| cell | instances |
|---|---|
| mux2 | 32 |
| buf | 19 |
| dfrtp | 18 |
| dfstp | 16 |
| nor4 | 8 |
| and4 | 2 |
| and4b | 1 |
| conb | 1 |
| nand4 | 1 |
| or2 | 1 |
| xor2 | 1 |
[layout by cell type (no fill, tap or decap), drive strengths merged]
master,instances
and4,2
and4b,1
buf,48
bufinv,1
clkbuf,7
clkdlybuf4s15,11
clkdlybuf4s50,16
clkinvlp,2
conb,16
dfrtp,18
dfstp,16
dlygate4sd2,14
dlygate4sd3,1
mux2,32
nand4,1
nor4,8
or2,1
xor2,1
[logic make-up after synthesis]
logic type | Yosys count | synth area share [%]
XOR/XNOR | 1 | 0.565
buffers and inverters | 19 | 10.5
flip-flops | 34 | 56.1
multiplexers | 32 | 25.4
other | 1 | 0.242
AND/OR/NAND/NOR | 13 | 7.18
[metrics by stage]
step / hold slack, ns / worst slack, ns / cell area [sq um] / setup TNS, ns / util, %
after CTS: 0.0191 / -0.313 / 2680 / -6.99 / 27.4
after detailed placement: 0.155 / -0.964 / 2380 / -27.09 / 24.4
final: 0.0168 / -0.240 / 2670 / -6.43 / 27.3
after global routing: 0.0299 / -0.313 / 2670 / -8.80 / 27.3
after floorplan: -0.0556 / -0.421 / 1610 / -8.53 / -
after global placement: 0.152 / -0.950 / 2380 / -26.87 / 24.4
[timing repair]
| item | CTS | global route |
|---|---|---|
| resized | 142 | 14 |
| pin swaps | 13 | 4 |
| endpoints found under the hold margin | 7 | 0 |
| hold buffers | 1 | 0 |
| cloned | 3 | 0 |
| endpoints found under the setup margin | 50 | 38 |
| setup buffers | 14 | 3 |
